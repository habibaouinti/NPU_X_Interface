<file path="/design/flow/config.mk">
export PLATFORM = sky130hd
export DESIGN_NAME = pe_ws
export DESIGN_NICKNAME = pe_ws
export VERILOG_FILES = /design/flow/design.v
export SDC_FILE = /design/flow/constraint.sdc
export NUM_CORES = 4
export LEC_CHECK = 1
export CORE_UTILIZATION = 40
</file>
<file path="/design/flow/constraint.sdc">
current_design pe_ws

set clk_period 19.4
set clk_io_pct 0.2

create_clock -name clk0 -period $clk_period [get_ports {clk}]

set non_clock_inputs [all_inputs -no_clocks]
set_input_delay [expr $clk_period * $clk_io_pct] -clock clk0 $non_clock_inputs
set_output_delay [expr $clk_period * $clk_io_pct] -clock clk0 [all_outputs]
</file>
<file path="/design/flow/design.v">
package cvxif_pkg;
  localparam X_NUM_RS = 2;   
  localparam X_ID_WIDTH = 4;
  localparam X_MEM_WIDTH = 32;
  localparam X_RFR_WIDTH = 32;
  localparam X_RFW_WIDTH = 32;
  localparam int XLEN = 32;
  localparam int FLEN = 32;
  typedef struct packed {
    logic [          15:0] instr;  
    logic [           1:0] mode;   
    logic [X_ID_WIDTH-1:0] id;     
  } x_compressed_req_t;
  typedef struct packed {
    logic [31:0] instr;    
    logic        accept;   
  } x_compressed_resp_t;
  typedef struct packed {
    logic [          31:0]                  instr;      
    logic [           1:0]                  mode;       
    logic [X_ID_WIDTH-1:0]                  id;         
    logic [X_NUM_RS  -1:0][X_RFR_WIDTH-1:0] rs;         
    logic [X_NUM_RS  -1:0]                  rs_valid;   
    logic [           5:0]                  ecs;        
    logic                                   ecs_valid;  
  } x_issue_req_t;
  typedef struct packed {
    logic       accept;      
    logic       writeback;   
    logic       dualwrite;   
    logic [2:0] dualread;    
    logic       loadstore;   
    logic       ecswrite ;   
    logic       exc;         
  } x_issue_resp_t;
  typedef struct packed {
    logic [X_ID_WIDTH-1:0] id;           
    logic                  commit_kill;  
  } x_commit_t;
  typedef struct packed {
    logic [X_ID_WIDTH   -1:0] id;     
    logic [             31:0] addr;   
    logic [              1:0] mode;   
    logic                     we;     
    logic [              2:0] size;   
    logic [X_MEM_WIDTH/8-1:0] be;     
    logic [              1:0] attr;   
    logic [X_MEM_WIDTH  -1:0] wdata;  
    logic                     last;   
    logic                     spec;   
  } x_mem_req_t;
  typedef struct packed {
    logic       exc;       
    logic [5:0] exccode;   
    logic       dbg;       
  } x_mem_resp_t;
  typedef struct packed {
    logic [X_ID_WIDTH -1:0] id;      
    logic [X_MEM_WIDTH-1:0] rdata;   
    logic                   err;     
    logic                   dbg;     
  } x_mem_result_t;
  typedef struct packed {
    logic [X_ID_WIDTH      -1:0] id;       
    logic [X_RFW_WIDTH     -1:0] data;     
    logic [                 4:0] rd;       
    logic [X_RFW_WIDTH/XLEN-1:0] we;       
    logic [                 5:0] ecsdata;  
    logic [                 2:0] ecswe;    
    logic                        exc;      
    logic [                 5:0] exccode;  
    logic                        err;      
    logic                        dbg;      
  } x_result_t;
  typedef struct packed {
    logic [31:0]        W_addr ;
    logic [31:0]        I_addr ;
    logic [31:0]        R_addr ;
    logic [15:0]        I_height ;
    logic [15:0]        I_width ;
    logic [15:0]        I_kernels ;
    logic [15:0]         W_height ;
    logic [15:0]         W_width ;
    logic [15:0]         W_kernels ;
    logic [15:0]         I_channels ;   
    logic [15:0]         W_channels ;   
    logic               Stride ;
    logic               padding ;
  } convolution;
  typedef struct packed {
    logic               loadw;
    logic               loadi;
    logic               we    ;
    logic               load_start;
    logic               execute;
  } cntr;
  typedef struct packed {
    logic               weights_start;
    logic               inputs_start;
    logic               weights_valid;
  } w_load;
endpackage
 (* DONT_TOUCH = "yes" *)
module pe_ws #(
	parameter DATA_WIDTH = 8,
	parameter ACC_WIDTH = 32
	) (    
	input logic clk,
    input logic rstn,
	input logic acc_en,
    input logic load_en, 
    input logic signed  [DATA_WIDTH - 1:0] data_i,
    input logic signed  [ACC_WIDTH - 1:0] acc_i,
	input logic signed  [DATA_WIDTH - 1:0] weight_i,
	output logic signed [DATA_WIDTH - 1:0] data_o,
	output logic signed 		[ACC_WIDTH  - 1:0] acc_o
    );
	logic signed [ACC_WIDTH  - 1:0] acc_r;
	logic signed [DATA_WIDTH - 1:0] data_r;
    logic signed [DATA_WIDTH - 1:0] weight_r;
	always_ff @(posedge clk, negedge rstn) begin
		if(!rstn) begin
			acc_r    <= '0;
			data_r   <= '0;
            weight_r <= '0;
		end else begin
			if (load_en) begin
                weight_r = weight_i;
            end
            if (acc_en) begin
                if ((data_i == 0) && (weight_r == 0)) begin
                    acc_r  = acc_i ;
                    data_r = data_i;
				end else begin
                    acc_r  = acc_i + (data_i * weight_r);
                    data_r = data_i;				
                end
			end
		end
	end
	assign acc_o    = acc_r;
	assign data_o   = data_r;
endmodule
</file>
<file path="/design/flow/run.sh">
#!/bin/bash
# OpenROAD 26Q1-2900-gdf79404cd8, Yosys 0.63+post, stock flow scripts
make -C /OpenROAD-flow-scripts/flow DESIGN_CONFIG=/design/flow/config.mk WORK_HOME=/design/flow/orfs finish
</file>
==> run notes <==
run metrics: fin crit share 54.5%, largest net degree at the start of global routing 49, skew final 0.00834 ns, area delta synth->final 17.5%, WP data arrival 10.81 ns, Die H 138 um, Final Hold Fails 0, ys async rst share 100%, Setup Slack @ Placement 8.42 ns, Vias 5374, CTS Buffer Depth 2, GRT Util Overall 20.7%, global-route wire length before repair 30000 um, GR Overflow Total 0, Slew @ Worst Pin 0.761 ns, routed wire length 17400 um, worst min path class reg2reg, Mapped Area 7450 um2, endpoint class of the critical path flip-flop, Post-synth area hogs fa_1 (37%), dfrtp_1 (16%), ha_1 (12%), # H-tree levels 2, EDFF count, synth 0, PnR worst setup slack 8.82 ns, grt met3 use 4.45%, worst rel slew slack 47.8%, crit-path max FO 25, cell count after synthesis 732, Die X 138 um, syn_area_per_cell 10.2 um2, final setup fails 0, met2 Use GR 33.2%, final hold slack 0.514 ns, hold_buf cts 0, Synth Seq Share 16.1%, minimum clock period 10.58 ns, clock transition at the registers of the reported paths 0.07 ns, Post-CTS Setup Repair Bufs 0, total of max-cap violations 0, number of buffers created by CTS 5, CTS root buffer clkbuf_16, cell type with the largest total area fa_1, Netlist cell types 59, Die ar. 19200 um2, CP required 19.62 ns, diode count 0, Setup CP Type in2reg, Max Freq 94.5 MHz, post-CTS sizing 0, FP Util 41.2%, DR vias/cell 5.15, vias in the first global route 5892, final instance area 8750 um2, CP startpoint kind input pin, YS chip area 7450 um2, num rows 49, DR pass1 iterations 21, RSZ-0062 raised after global routing no, clk latency late pin 0.31 ns, reg2reg setup slack 12.99 ns, DRT iter0 DRCs 254, number of port buffers 91, Yosys top cell by instances fa_1, yosys cell count 732, core area 18100 um2, Post-DRT Antenna Nets 0, Dominant Register Cell dfrtp_1, Wirelength per Cell 16.7 um, proportion of layout cells with a drive suffix above 1 5.77%, area share, top type 36.6%, Slew Limit Fails 0, Final TNS setup 0 ns, clock tree from TritonCTS done, met1 usage 31.8%, grt peak-use layer met2, Sink Count 48, FF+latch count, synth 48, post-place instance area 8580 um2, Boundary Pins 92, DRC 0, GP Congestion 0.870, outcome finished, final reports clean, Post-synth top cells fa_1 (136), inv_1 (101), ha_1 (70), Synth warnings 1, tool warnings 27, initial antenna violation count 0, half-perimeter wire length after placement 14100 um
[state kept, by name, summed over array words and instances, names as in the netlist]
register,cells
weight_r,8
data_r,8
acc_r,32
[cell families after synthesis]
family          count (synthesis)  share of synthesized area (%)
compound gates                113                           10.1
xor+xnor                       25                           2.94
fa+ha+maj                     206                           48.3
buf+inv                       125                           6.58
flops                          48                           16.1
mux                            20                           3.28
simple gates                  195                           12.7
[path summary, 6_finish.rpt]
kind	from	end	cells past startpoint
max reg2reg	weight_r[0]	acc_r[31]	20
min reg2reg	data_r[5]	data_r[5]	1
max	load_en	acc_r[31]	21
max in group asynchronous	rstn	acc_r[29]	2
min	data_r[5]	data_r[5]	1
min in group asynchronous	rstn	data_r[6]	2
[layer usage]
metal	wire length, um	part of all wire (%)	vias to the layer above
li1	-	-	2553
met1	7950	46	2667
met2	8500	49	148
met3	911	5.2	6
met4	68	0.39	0
met5	0	0	-
[placed cells by master, fill, tap and decap left out, types with 5 or more instances in the layout]
cell / netlist / layout
buf_4: 0 / 6
clkdlybuf4s50_1: 0 / 89
fa_1: 136 / 136
xor2_1: 11 / 11
inv_1: 101 / 101
a21o_1: 11 / 11
nor2b_1: 18 / 18
ha_1: 70 / 70
dfrtp_1: 48 / 48
a31oi_1: 17 / 17
and2_1: 18 / 17
nor2_1: 53 / 53
o21ai_0: 12 / 12
nand2_1: 64 / 64
xnor2_1: 14 / 14
clkbuf_16: 0 / 5
a21oi_1: 40 / 40
nand3_1: 9 / 9
mux2_2: 13 / 13
[metrics by stage]
step | util [%] | std cells
final | 48.4 | 1043
after global routing | 48.4 | 1043
after CTS | 48.4 | 1043
after detailed placement | 47.5 | 1035
after global placement | 47.5 | 1035
after floorplan | - | 732
[critical path: stages]
cell and delay, ns:
clkdlybuf4s50_1 0.79, mux2_2 0.37, and2_2 0.17, buf_4 0.45, inv_1 0.12, fa_1 0.50
inv_1 0.05, fa_1 0.48, fa_1 0.57, fa_1 0.43, fa_1 0.45, ha_1 0.34
o21ai_1 0.09, o21bai_1 0.26, o2111ai_1 0.29, a211oi_1 0.50, o41ai_1 0.19, o41ai_1 0.43
xnor2_1 0.17, nand2_1 0.07, a31oi_1 0.18
[cell type report]
class | instances | area (um2)
flip-flops and latches | 48 | 1200
fillers | 1634 | 9330
inverters | 102 | 383
repair buffers | 97 | 946
clock inverters | 3 | 46.3
clock buffers | 5 | 125
well taps | 229 | 287
multi-input cells | 559 | 5770
